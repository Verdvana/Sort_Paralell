<file path="flow/config.mk">
export PLATFORM = sky130hd
export DESIGN_NAME = sort_paralell
export DESIGN_NICKNAME = sort_paralell
export VERILOG_FILES = /design/flow/design.v
export SDC_FILE = /design/flow/constraint.sdc
export NUM_CORES = 4
export LEC_CHECK = 1
export CORE_UTILIZATION = 40
</file>
<file path="flow/constraint.sdc">
current_design sort_paralell

set clk_period 6.3
set clk_io_pct 0.2

create_clock -name clk0 -period $clk_period [get_ports {clk}]

set non_clock_inputs [all_inputs -no_clocks]
set_input_delay [expr $clk_period * $clk_io_pct] -clock clk0 $non_clock_inputs
set_output_delay [expr $clk_period * $clk_io_pct] -clock clk0 [all_outputs]
</file>
<file path="flow/design.v">
module sort_paralell(
				input 					clk, 
				input 					rst_n,
				input						en,
				input 		[15:0] 	in0, in1, in2, in3, in4, in5, in6, in7, 
				output reg				complete,
				output reg 	[15:0] 	out0, out1, out2, out3, out4, out5, out6,out7
						);
reg [15:0] out_temp[7:0];				 
reg  [6:0] a;
reg  [6:0] b;
reg  [6:0] c;
reg  [6:0] d;
reg  [6:0] e;
reg  [6:0] f;
reg  [6:0] g;
reg  [6:0] h;
reg add_start;  
reg assignm_start;  
reg out_start;
reg [3:0] mid0, mid1, mid2, mid3, mid4, mid5, mid6, mid7;
always@(posedge clk or negedge rst_n)
begin
	if(!rst_n)
		begin
			a <= 7'b000_0000;
			b <= 7'b000_0000;
			c <= 7'b000_0000;
			d <= 7'b000_0000;
			e <= 7'b000_0000;
			f <= 7'b000_0000;
			g <= 7'b000_0000;
			h <= 7'b000_0000;
			add_start <= 0;
		end
		else if(en)
			begin
				if(in0 >= in1) a[0] <= 1'b1;  
				else a[0] <= 1'b0;
				if(in0 >= in2) a[1] <= 1'b1;
				else a[1] <= 1'b0;
				if(in0 >= in3) a[2] <= 1'b1;
				else a[2] <= 1'b0;
				if(in0 >= in4) a[3] <= 1'b1;
				else a[3] <= 1'b0;
				if(in0 >= in5) a[4] <= 1'b1;
				else a[4] <= 1'b0;
				if(in0 >= in6) a[5] <= 1'b1;
				else a[5] <= 1'b0;
				if(in0 >= in7) a[6] <= 1'b1;
				else a[6] <= 1'b0;
				if(in1 > in0) b[0] <= 1'b1; 
				else b[0] <= 1'b0;
				if(in1 >= in2) b[1] <= 1'b1;
				else b[1] <= 1'b0;
				if(in1 >= in3) b[2] <= 1'b1;
				else b[2] <= 1'b0;
				if(in1 >= in4) b[3] <= 1'b1;
				else b[3] <= 1'b0;
				if(in1 >= in5) b[4] <= 1'b1;
				else b[4] <= 1'b0;
				if(in1 >= in6) b[5] <= 1'b1;
				else b[5] <= 1'b0;
				if(in1 >= in7) b[6] <= 1'b1;
				else b[6] <= 1'b0;
				if(in2 > in0) c[0] <= 1'b1;
				else c[0] <= 1'b0;
				if(in2 > in1) c[1] <= 1'b1;
				else c[1] <= 1'b0;
				if(in2 >= in3) c[2] <= 1'b1;
				else c[2] <= 1'b0;
				if(in2 >= in4) c[3] <= 1'b1;
				else c[3] <= 1'b0;
				if(in2 >= in5) c[4] <= 1'b1;
				else c[4] <= 1'b0;
				if(in2 >= in6) c[5] <= 1'b1;
				else c[5] <= 1'b0;
				if(in2 >= in7) c[6] <= 1'b1;
				else c[6] <= 1'b0;
				if(in3 > in0) d[0] <= 1'b1;
				else d[0] <= 1'b0;
				if(in3 > in1) d[1] <= 1'b1;
				else d[1] <= 1'b0;
				if(in3 > in2) d[2] <= 1'b1;
				else d[2] <= 1'b0;
				if(in3 >= in4) d[3] <= 1'b1;
				else d[3] <= 1'b0;
				if(in3 >= in5) d[4] <= 1'b1;
				else d[4] <= 1'b0;
				if(in3 >= in6) d[5] <= 1'b1;
				else d[5] <= 1'b0;
				if(in3 >= in7) d[6] <= 1'b1;
				else d[6] <= 1'b0;
				if(in4 > in0) e[0] <= 1'b1;
				else e[0] <= 1'b0;
				if(in4 > in1) e[1] <= 1'b1;
				else e[1] <= 1'b0;
				if(in4 > in2) e[2] <= 1'b1;
				else e[2] <= 1'b0;
				if(in4 > in3) e[3] <= 1'b1;
				else e[3] <= 1'b0;
				if(in4 >= in5) e[4] <= 1'b1;
				else e[4] <= 1'b0;
				if(in4 >= in6) e[5] <= 1'b1;
				else e[5] <= 1'b0;
				if(in4 >= in7) e[6] <= 1'b1;
				else e[6] <= 1'b0;
				if(in5 > in0) f[0] <= 1'b1;
				else f[0] <= 1'b0;
				if(in5 > in1) f[1] <= 1'b1;
				else f[1] <= 1'b0;
				if(in5 > in2) f[2] <= 1'b1;
				else f[2] <= 1'b0;
				if(in5 > in3) f[3] <= 1'b1;
				else f[3] <= 1'b0;
				if(in5 > in4) f[4] <= 1'b1;
				else f[4] <= 1'b0;
				if(in5 >= in6) f[5] <= 1'b1;
				else f[5] <= 1'b0;
				if(in5 >= in7) f[6] <= 1'b1;
				else f[6] <= 1'b0;
				if(in6 > in0) g[0] <= 1'b1;
				else g[0] <= 1'b0;
				if(in6 > in1) g[1] <= 1'b1;
				else g[1] <= 1'b0;
				if(in6 > in2) g[2] <= 1'b1;
				else g[2] <= 1'b0;
				if(in6 > in3) g[3] <= 1'b1;
				else g[3] <= 1'b0;
				if(in6 > in4) g[4] <= 1'b1;
				else g[4] <= 1'b0;
				if(in6 > in5) g[5] <= 1'b1;
				else g[5] <= 1'b0;
				if(in6 >= in7) g[6] <= 1'b1;
				else g[6] <= 1'b0;
				if(in7 > in0) h[0] <= 1'b1;
				else h[0] <= 1'b0;
				if(in7 > in1) h[1] <= 1'b1;
				else h[1] <= 1'b0;
				if(in7 > in2) h[2] <= 1'b1;
				else h[2] <= 1'b0;
				if(in7 > in3) h[3] <= 1'b1;
				else h[3] <= 1'b0;
				if(in7 > in4) h[4] <= 1'b1;
				else h[4] <= 1'b0;
				if(in7 > in5) h[5] <= 1'b1;
				else h[5] <= 1'b0;
				if(in7 > in6) h[6] <= 1'b1;
				else h[6] <= 1'b0;
				add_start <= 1;  
			end
end
always@(posedge clk or negedge rst_n)
begin
	if(!rst_n)
		begin
			mid0 <= 7'b000_0000;
			mid1 <= 7'b000_0000;
			mid2 <= 7'b000_0000;
			mid3 <= 7'b000_0000;
			mid4 <= 7'b000_0000;
			mid5 <= 7'b000_0000;
			mid6 <= 7'b000_0000;
			mid7 <= 7'b000_0000;
		end
	else if(add_start == 1)
		begin
			mid0 <= a[0] + a[1] + a[2] + a[3] + a[4] + a[5] + a[6];  
			mid1 <= b[0] + b[1] + b[2] + b[3] + b[4] + b[5] + b[6];
			mid2 <= c[0] + c[1] + c[2] + c[3] + c[4] + c[5] + c[6];
			mid3 <= d[0] + d[1] + d[2] + d[3] + d[4] + d[5] + d[6];
			mid4 <= e[0] + e[1] + e[2] + e[3] + e[4] + e[5] + e[6];
			mid5 <= f[0] + f[1] + f[2] + f[3] + f[4] + f[5] + f[6];
			mid6 <= g[0] + g[1] + g[2] + g[3] + g[4] + g[5] + g[6];
			mid7 <= h[0] + h[1] + h[2] + h[3] + h[4] + h[5] + h[6];
		end
	assignm_start <= 1; 
end
always@(posedge clk or negedge rst_n)
begin
	if(!rst_n)
		begin
			out_temp[0]  <= 16'b00000000_00000000;
			out_temp[1]  <= 16'b00000000_00000000;
			out_temp[2]  <= 16'b00000000_00000000;
			out_temp[3]  <= 16'b00000000_00000000;
			out_temp[4]  <= 16'b00000000_00000000;
			out_temp[5]  <= 16'b00000000_00000000;
			out_temp[6]  <= 16'b00000000_00000000;
			out_temp[7]  <= 16'b00000000_00000000;
			out_start <= 0;
		end
	else if(assignm_start == 1)
		begin
			out_temp[mid0] <= in0;
			out_temp[mid1] <= in1;
			out_temp[mid2] <= in2;
			out_temp[mid3] <= in3;
			out_temp[mid4] <= in4;
			out_temp[mid5] <= in5;
			out_temp[mid6] <= in6;
			out_temp[mid7] <= in7;
			out_start <= 1; 
		end
end
always@(posedge clk or negedge rst_n)
begin
	if(!rst_n)
		begin
			out0 <= 16'b00000000_00000000;
			out1 <= 16'b00000000_00000000;
			out2 <= 16'b00000000_00000000;
			out3 <= 16'b00000000_00000000;
			out4 <= 16'b00000000_00000000;
			out5 <= 16'b00000000_00000000;
			out6 <= 16'b00000000_00000000;
			out7 <= 16'b00000000_00000000;
			complete <= 0;
		end
	else if(out_start == 1)
		begin
			out0 <= out_temp[0];
			out1 <= out_temp[1];
			out2 <= out_temp[2];
			out3 <= out_temp[3];
			out4 <= out_temp[4];
			out5 <= out_temp[5];
			out6 <= out_temp[6];
			out7 <= out_temp[7];
			complete <= 1;
		end	
end
endmodule
</file>
<file path="flow/run.sh">
#!/bin/bash
# OpenROAD 26Q1-2900-gdf79404cd8, Yosys 0.63+post, stock flow scripts
make -C /OpenROAD-flow-scripts/flow DESIGN_CONFIG=/design/flow/config.mk WORK_HOME=/design/flow/orfs finish
</file>
==> reports/qor.txt <==
primary flip-flop cell chosen by synthesis mapping -> dfrtp_1
number of max-slew violations in the final report -> 2
most instantiated cells after synthesis -> ha_1, dfrtp_1, a21oi_1, nand2_1, nor2_1
count of vias placed by the detailed router -> 35800
area of the core -> 0.0805 sq mm
Least-Margin Pin Slew -> 1.54 ns
Final period util -> 0.688
vias per std cell -> 7.03
number of cells upsized or downsized after cts -> 0
Total Routing Usage GR -> 0.483
relative max-transition margin -> -0.0234
Post-Synth XOR/XNOR Area -> 0
Num CTS Buffers -> 40
global-route wire length before repair -> 266000 um
Yosys warnings -> 2
count of port buffers added during placement -> 259
tool warnings -> 29
clock insertion delay at the later pin of the skew report -> 0.60 ns
Clock Sinks -> 339
Pre-antenna DRT Iters -> 8
Req. time, crit path -> 6.76 ns
width of the die -> 287 um
FP Core Util -> 0.404
clk slew on worst S/H paths -> 0.06 ns
std cell rows -> 104
deepest clock path buffer count -> 3
Crit Path Category -> input pin to flop
capturing element type of the critical path -> flop
number of antenna violations at the first check in global routing -> 21
Top area cell types -> dfrtp_1, ha_1, mux2_2, a21oi_1, a221oi_1
cts hold-fix bufs -> 0
minimum setup slack after placement -> 1.80 ns
critical path arrival -> 4.80 ns
clock skew -> 0.0344 ns
half-perimeter wire length of the detailed placement result -> 133000 um
number of synthesized register bits -> 339
average instance area after synthesis -> 8.55 sq um
count of different cell masters after synthesis -> 79
Final setup viols -> 0
CP Max Fanout -> 10
Synth logic family -> AND-OR/OR-AND gates
Worst VDD drop -> 0.231 mV
Critical Path Start Type -> input pin
post-synthesis cell type with the largest combined area -> dfrtp_1
vias in the first global route -> 33000
first-iteration detailed-routing DRC count -> 4624
synthesized netlist cell count -> 3805
final weighted congestion of routability-driven global placement -> 1.17
unrepaired setup endpoints after global routing -> no
power density cells -> 484 mW/mm^2
per-cell routed wire length -> 38.4 um
Total Die Area -> 0.0825 sq mm
Congestion Overflow GR -> 0
minimum setup slack among reg-to-reg paths -> 2.22 ns
tightest hold margin -> 0.475 ns
number of buffers added for setup after CTS -> 0
leakage power of the design -> 16.6 nW
compound-cell area share of the yosys netlist -> 0.284
Area leader share -> 0.261
CTS root buffer -> clkbuf_16
CTS tree -> done
class of the most critical hold timing path -> flop to flop
Post-synth ARST share -> 1.00
Cell Area, Synth -> 0.0325 sq mm
total cell area reported by yosys after synthesis -> 0.0325 sq mm
number of design rule violations left after detail routing -> 0
violations in the final reports -> capacitance limit, slew limit
layout-stage area growth over the synthesis result -> 17.0%
EDFF count, synth -> 0
most popular library cell in the synthesized design by count -> ha_1
count of H-tree levels built during CTS -> 2
synthesized-area fraction occupied by adder cells -> 0.192
# Max-Cap Violations -> 1
portion of netlist area occupied by mux cells -> 0.0587
total cells reported by yosys after synthesis -> 3805
Worst Setup Slack, final -> 1.97 ns
Final Hold Vio Count -> 0
I/O Pins -> 260
sequential element share of the synthesized area -> 0.261
run status -> complete, but fails checks
share of synthesized cell area in and, or, nand and nor gates -> 0.141
wire length after detailed routing -> 196000 um
Fmax achieved -> 231 MHz
maximum number of pins on one net before global-route repair -> 108
min Tclk post-route -> 4.33 ns
Fin Setup TNS -> 0 ns
antenna violation net count after detailed routing -> 0
fraction of layout instances using a drive strength above 1 -> 0.110
Chip Height -> 287 um
per-stage QoR:
stage                     total power, mW  std cells   util  cell area [sq um]
after floorplan                      10.5       3805      -              32600
after global placement               15.3       5014  0.456              36700
after detailed placement             15.4       5014  0.456              36700
after CTS                            17.8       5081  0.472              38100
after global routing                 19.2       5082  0.472              38100
final                                18.5       5097  0.473              38100
cell usage in the layout (no fill, tap or decap), types with 36 or more instances in the layout:
cell               n
a2111oi_0         36
a211o_1           58
a211oi_1          66
a21o_1            38
a21oi_1          288
a221oi_1         137
a22oi_1           44
a31oi_1           91
buf_4            190
clkbuf_16         41
clkdlybuf4s50_1  257
dfrtp_1          337
ha_1             448
inv_1            211
mux2_2           136
mux2i_1           38
nand2_1          283
nand3_1           70
nand4_1           75
nor2_1           262
nor2b_1           43
o211ai_1          65
o21a_1            48
o21ai_0          239
o221ai_1          46
o22ai_1           49
flip-flops by register name, summed over array words and instances (netlist names), 16 cells and up:
name      flops
out0         16
out4         16
out_temp    128
out6         16
out2         16
out5         16
out3         16
out1         16
out7         16
worst paths after layout:
kind | startpoint | to | cells past startpoint
min reg2reg | complete$_DFFE_PN0P_ | complete$_DFFE_PN0P_ | 1
max in group asynchronous | rst_n | out_temp[3][10]$_DFFE_PN0P_ | 3
max reg2reg | mid5[0]$_DFFE_PN0P_ | out_temp[1][15]$_DFFE_PN0P_ | 8
min | complete$_DFFE_PN0P_ | complete$_DFFE_PN0P_ | 1
min in group asynchronous | rst_n | out1[11]$_DFFE_PN0P_ | 1
max | in0[15] | out_temp[1][15]$_DFFE_PN0P_ | 8
worst max-delay path, stage by stage:
cell             delay (ns)
clkdlybuf4s50_1        0.69
inv_1                  0.69
nor2_1                 0.10
a2111oi_0              0.41
a2111oi_0              0.11
a2111oi_0              1.22
buf_4                  0.25
o22ai_1                0.06
final cells by class:
type | count | area [sq um]
Fill cell | 7798 | 42500
Multi-Input combinational cell | 2951 | 22100
Sequential cell | 339 | 8490
Timing Repair Buffer | 451 | 4060
Tap cell | 1060 | 1330
Clock buffer | 51 | 1130
Inverter | 213 | 800
Clock inverter | 16 | 189
Antenna cell | 16 | 40.0
cell families after synthesis:
kind of cell | after synthesis
buf+inv | 515
simple gates | 935
compound gates | 1361
mux | 174
fa+ha+maj | 480
flops | 339
other cells | 1
where the power goes:
group          internal (mW)  switching [mW]
Combinational           4.45            7.56
Clock                   1.40            1.01
Sequential              3.25           0.785
Total                   9.10            9.36
routing by layer:
metal / wire, um / up-vias / GRT usage / part of all wire
met2: 75900 / 2831 / 0.640 / 0.39
li1: - / 15000 / - / -
met4: 19100 / 26 / 0.356 / 0.097
met3: 29700 / 916 / 0.239 / 0.15
met1: 70600 / 17000 / 0.605 / 0.36
met5: 292 / - / 0.0192 / 0.0015
Power is estimated from default activity; no workload was simulated.
